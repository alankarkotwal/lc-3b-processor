**/design/flow/design.v**
```verilog
module register_file(clk, out1, out2, readAdd1, readAdd2, write, writeAdd, in, reset);
	output [15:0] out1, out2;
	input  [15:0] in;
	input  [2:0]  readAdd1, readAdd2, writeAdd;
	input         write, clk, reset;
	wire   [15:0] data0,  data1,  data2,  data3,  data4,  data5,  data6,  data7;
	wire   [7:0]  writeLinesInit, writeLines;
	demux8 dem(writeAdd, writeLinesInit);
	mux16x8 mux1(data0, data1, data2, data3, data4, data5, data6, data7, readAdd1, out1);
	mux16x8 mux2(data0, data1, data2, data3, data4, data5, data6, data7, readAdd2, out2);
	or a0(writeLines[0], write, ~writeLinesInit[0]);
	or a1(writeLines[1], write, ~writeLinesInit[1]);
	or a2(writeLines[2], write, ~writeLinesInit[2]);
	or a3(writeLines[3], write, ~writeLinesInit[3]);
	or a4(writeLines[4], write, ~writeLinesInit[4]);
	or a5(writeLines[5], write, ~writeLinesInit[5]);
	or a6(writeLines[6], write, ~writeLinesInit[6]);
	or a7(writeLines[7], write, ~writeLinesInit[7]);
	register16 r0(clk, data0, in, writeLines[0], reset);
	register16 r1(clk, data1, in, writeLines[1], reset);
	register16 r2(clk, data2, in, writeLines[2], reset);
	register16 r3(clk, data3, in, writeLines[3], reset);
	register16 r4(clk, data4, in, writeLines[4], reset);
	register16 r5(clk, data5, in, writeLines[5], reset);
	register16 r6(clk, data6, in, writeLines[6], reset);
	register16 r7(clk, data7, in, writeLines[7], reset);
endmodule
module alu(in1, in2, op, shift, out, zero, positive, negative); 
	output [15:0] out;
	input  [15:0] in1, in2;
	input  [2:0] op;
	input  [3:0] shift;
	output zero, positive,negative;
	nor n1(zero,out[0],out[1],out[2],out[3],out[4],out[5],out[6],out[7],out[8],out[9],out[10],out[11],out[12],out[13],out[14],out[15]);
	assign positive = ~out[15];
	assign negative = out[15];
	wire [15:0] outAdd, outAnd, outNot, outXor, outLshf, outRshfl, outRshfa;
	mux16x8 m1(outAdd, outAnd, outNot, outXor, outLshf, outRshfl, outRshfa, 16'b0, op, out);
	adder16 add1(in1, in2, outAdd);
	and16 and1(in1, in2, outAnd);
	not16 not1(in1, outNot);
	xor16 xor1(in1, in2, outXor);
	left_shift lshf1(in1, outLshf, shift);
	right_shift_logical rshfl1(in1, outRshfl, shift);
	right_shift_arithmetic rshfa1(in1, outRshfa, shift);
endmodule
module datapath();
endmodule
module demux8(selectInput, out);   
	output reg [7:0] out;
	input  [2:0] selectInput;
	always@(selectInput) begin
		case(selectInput)
			0: out = 16'b00000001;
			1: out = 16'b00000010;
			2: out = 16'b00000100;
			3: out = 16'b00001000;
			4: out = 16'b00010000;
			5: out = 16'b00100000;
			6: out = 16'b01000000;
			7: out = 16'b10000000;
		endcase
	end
endmodule
module mux16x8(data0, data1, data2, data3, data4, data5, data6, data7, selectInput, out);   
	output reg [15:0] out;
	input  [15:0] data0, data1, data2, data3, data4, data5, data6, data7;
	input  [2:0] selectInput;
	always@(data0 or data1 or data2 or data3 or data4 or data5 or data6 or data7 or selectInput) begin
		case(selectInput)
			0: out = data0;
			1: out = data1;
			2: out = data2;
			3: out = data3;
			4: out = data4;
			5: out = data5;
			6: out = data6;
			7: out = data7;
		endcase
	end
endmodule
module register16(clk, out, in, write, reset);   
	output reg [15:0] out;
	input      [15:0] in;
	input      clk, write, reset;
	always@(negedge clk) begin
		if(reset==0) begin
			out = 16'b0;
		end
		else if(write == 1'b0) begin
			out = in;
		end
	end
endmodule
```
**/design/flow/run.sh**
```bash
#!/bin/bash
# OpenROAD 26Q1-2900-gdf79404cd8, Yosys 0.63+post, stock flow scripts
make -C /OpenROAD-flow-scripts/flow DESIGN_CONFIG=/design/flow/config.mk WORK_HOME=/design/flow/orfs finish
```
**/design/flow/config.mk**
```make
export PLATFORM = sky130hd
export DESIGN_NAME = register_file
export DESIGN_NICKNAME = register_file
export VERILOG_FILES = /design/flow/design.v
export SDC_FILE = /design/flow/constraint.sdc
export NUM_CORES = 4
export LEC_CHECK = 1
export CORE_UTILIZATION = 30
```
**/design/flow/constraint.sdc**
```tcl
current_design register_file

set clk_period 3.4
set clk_io_pct 0.2

create_clock -name clk0 -period $clk_period [get_ports {clk}]

set non_clock_inputs [all_inputs -no_clocks]
set_input_delay [expr $clk_period * $clk_io_pct] -clock clk0 $non_clock_inputs
set_output_delay [expr $clk_period * $clk_io_pct] -clock clk0 [all_outputs]
```
==> metrics.yaml <==
synth:
  yosys-stat-area_um2: 6959
  synthTopLogicFamily: "AND-OR/OR-AND gates"
  yosysWarnings: 3
  syn_avg_cell_area_um2: 7.846
  mux_share_pct: 8.468
  fa_ha_area_share_pct: 0
  synthTopCellsByCount: "nand2_1, dfxtp_1, a21boi_0"
  area_leaders: "dfxtp_1, nand2_1, a21boi_0"
  yosys.cell_count.top_type: "nand2_1"
  simple_gate_share_pct: 21.40
  synth-edff-count: 0
  yosys_cells: 887
  synthXorXnorAreaFrac_pct: 0
  synthesis.area_um2: 6959
  synth_async_sr_flop_share_pct: 0
  synth_cells: 887
  ys_seq_share_pct: 36.82
  ff_type: "dfxtp_1"
  yosysTopAreaCell: "dfxtp_1"
  synthDistinctLibCells: 31
  ys.flops: 128
  ys_sh_aoi_pct: 27.04
  top_area_share_pct: 36.82
outcome:
  status: "finished with violations"
  violations: "negative setup slack"
floorplanning:
  initial_core_util_pct: 30.64
  core_area_um2: 22710
  dieArea_um2: 23810
  fp.dieH_um: 154.3
  ios: 60
  dieWidth_um: 154.3
  fp-row-count: 55
clock_network:
  insertion_delay_ns: 0.44
  clkTransAtPathRegs_ns: 0.04
  cts_tree: "yes"
  htreeDepth: 4
  clockBufferDepth: 2
  cts_root_buf: "clkbuf_16"
  cts_sinks: 128
  holdBufCountCts: 0
  cts_buffers: 17
grt:
  antenna_found_initial: 0
  grt_max_degree: 68
  grt_pass1_vias: 7472
  grt_usage_pct: 22.58
  grt_pass1_wl_um: 40040
  grt_overflow_total: 0
critical_path:
  slowest_delay_ns: 0.31
  critPathRequiredTime_ns: 2.72
  worst-path-max-fanout: 2
  r2r.worst_path.cells: 5
  worst_ep_arrival_time_ns: 3.42
  crit_end: "out1[4]"
  start_kind: "register"
  reg2reg_slack_ns: 2.52
  worstReg2RegEnd: "r5.out[4]"
  crit_type: "reg2out"
  cp-end-kind: "output pin"
  crit_chain: "buf_6 -> mux2_4 -> a22o_1 -> a221oi_2 -> nor2_1 -> buf_2"
  crit_slowest_cell: "dfxtp_2"
  crit_start: "r5.out[4]"
  r2r-start: "r5.out[4]"
route:
  routedWlPerCell_um: 18.26
  viasPerCell: 5.191
  drt_iter0_markers: 422
  dr.pass1.iters: 5
  route.antenna.remaining_nets: 0
  drc: 0
  drt-total-wl_um: 26440
  diodes: 0
  vias: 7517
place:
  io_buffers: 59
  dp_hpwl_um: 16420
  place_area_um2: 8885
  place_congestion: 0.8597
layout:
  final_area_um2: 10460
  area_growth_pct: 50.29
  fillers: 2035
  drive_above_1_share_pct: 28.98
hold_path:
  min_path_type: "reg2reg"
timing:
  rsz0062_at_grt: "yes"
  relSlewSlack_pct: 68.14
  setup_ws_ns: -0.6962
  tightest_slew_ns: 0.4770
  slew_viol_final: 0
  skew_ns: 0
  setup_violations: 32
  fin_tns_setup_ns: -17.99
  hold_viol_final: 0
power_and_ir_drop:
  leakage_nw: 4.558
  power_density_nw_per_um2: 445.1
  vdd.ir_drop.worst_v: 0.0003086
run:
  warnings: 156
  maxCapViolCount: 0
## state kept, by name, summed over array words and instances (netlist names)
signal / cells
r1.out: 16
r6.out: 16
r4.out: 16
r0.out: 16
r7.out: 16
r5.out: 16
r3.out: 16
r2.out: 16
## timing repair
action | 4_1_cts | 5_1_grt
endpoints found under the setup margin | 70 | 152
pin swaps | 92 | 78
gates cloned | 0 | 2
setup buffers | 11 | 5
resized | 215 | 18
## worst min path at each step
stage                      from   endpoint  cells past startpoint
after CTS             r5.out[8]  r5.out[8]                      2
after global routing  r7.out[8]  r7.out[8]                      2
final                 r7.out[8]  r7.out[8]                      2
## placed cells by master (no fill, tap or decap), types with 18 or more instances in the layout
master,synthesis,final
nand2_1,265,263
inv_1,20,148
dfxtp_1,128,90
buf_4,5,89
a21boi_0,83,81
nor2_1,61,59
a21boi_1,45,47
dfxtp_2,0,38
buf_2,20,36
buf_12,0,34
a22o_1,33,33
a221oi_2,0,33
mux2i_1,24,24
clkdlybuf4s50_1,0,20
mux2_4,0,19
a221oi_1,51,18
clkbuf_16,0,18
## stage by stage
step / util (%) / power (W) / instances / hold slack [ns] / setup WS (ns)
3_3_place_gp: 39.12 / 0.002357 / 1272 / 0.4505 / -0.5634
6_report: 46.06 / 0.004655 / 1448 / 0.4497 / -0.6962
2_1_floorplan: - / 0.002063 / 887 / 0.4411 / -0.02454
5_1_grt: 46.06 / 0.004932 / 1448 / 0.4708 / -0.8034
3_5_place_dp: 39.12 / 0.002358 / 1272 / 0.4552 / -0.5503
4_1_cts: 45.56 / 0.004685 / 1442 / 0.4548 / -0.7505
## worst max-delay path, delay by kind of cell, from the launching register on
| kind | cells | cell delay [ns] |
|---|---|---|
| compound gates | 2 | 0.42 |
| buf+inv | 2 | 0.22 |
| flops | 1 | 0.31 |
| mux | 1 | 0.26 |
| simple gates | 1 | 0.06 |
## logic make-up (layout without fill, tap and decap cells)
kind of cell	after synthesis	after routing
muxes	52	52
DFF	128	128
AOI/OAI and AO/OA	241	241
buffers and inverters	102	378
and+or+nand+nor	364	364
## metal layers
layer  GRT usage [%]  part of all wire (%)
met1           29.30                    43
met2           35.00                    46
met3           8.333                   8.8
met4           7.874                   3.0
met5               0                     0
## cell type report
type                       instances  area, um^2  area share (%)
sequential                       128        2610           24.96
multi-input combinational        657        4364           41.73
inverter                          19       71.32          0.6819
clock buffer                      17       425.4           4.067
clock inverter                   143       668.1           6.388
timing repair buffer             199        1963           18.77
tap                              285       356.6           3.409
## report_power, final
group / total [W] / switching, W / internal (W)
registers: 0.00157 / 0.0000225 / 0.00155
clock network: 0.00250 / 0.00108 / 0.00142
logic: 0.000581 / 0.000307 / 0.000274
total: 0.00466 / 0.00141 / 0.00324
Power figures rest on the tool's default switching activity, not on a simulated workload.
