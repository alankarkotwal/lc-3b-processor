[design/flow/design.v]
module memory(address,in,out,write,clk);
input [7:0] in;
input clk,write;
input [14:0] address;
output  [7:0] out;
reg [7:0] mem [0:255];
reg [14:0] addreg;
always @(negedge clk)
begin
if(write ==1'b0)
begin
	mem[address] <= in;
	addreg <= address;
end
end
assign out = mem[addreg];	
endmodule
module mem16(address, write,clk, in, out,ir14);
input [15:0] in;
input [15:0] address;
input write,clk,ir14;
output reg [15:0] out;
reg wreven,wrodd;
reg[15:0] addreg;
always @(*)
begin
addreg<= address;
end
reg [7:0] outeven,outodd,ineven,inodd;
memory even(.address(address[15:1]),.in(ineven),.out(outeven),.clk(clk),.write(wreven));
memory odd (.address(address[15:1]),.in(ineven),.out(outeven),.clk(clk),.write(wrodd));
always @(*)
begin
if(ir14==0)
begin
ineven<=in;
inodd<=in;
end
else 
begin
ineven<= in[7:0];
inodd<=in[15:8];
end
end
always @(*)
begin
if(ir14 ==1'b1)
begin
out[15:8]<=outodd;
out[7:0]<=outeven;
end
else 
if(addreg[0]==0)
begin
out<= {{8{outeven[7]}},outeven[7:0]};
end
else 
begin
out<= {{8{outodd[7]}},outodd[7:0]};
end
end
always @(*)
begin
if(ir14==0&&addreg[0]==1'b1)
begin
wreven<=1'b1;
end
	else
	begin
	wreven<=write;
	end
end
always @(*)
begin
if(ir14==0&&addreg[0]==1'b0)
begin
wrodd<=1'b1;
end
	else
	begin
	wrodd<=write;
	end
end
endmodule
[design/flow/run.sh]
#!/bin/bash
# OpenROAD 26Q1-2900-gdf79404cd8, Yosys 0.63+post, stock flow scripts
make -C /OpenROAD-flow-scripts/flow DESIGN_CONFIG=/design/flow/config.mk WORK_HOME=/design/flow/orfs finish
[design/flow/config.mk]
export PLATFORM = sky130hd
export DESIGN_NAME = mem16
export DESIGN_NICKNAME = mem16
export VERILOG_FILES = /design/flow/design.v
export SDC_FILE = /design/flow/constraint.sdc
export NUM_CORES = 4
export LEC_CHECK = 1
export CORE_UTILIZATION = 50
[design/flow/constraint.sdc]
current_design mem16

set clk_period 72.4
set clk_io_pct 0.2

create_clock -name clk0 -period $clk_period [get_ports {clk}]

set non_clock_inputs [all_inputs -no_clocks]
set_input_delay [expr $clk_period * $clk_io_pct] -clock clk0 $non_clock_inputs
set_output_delay [expr $clk_period * $clk_io_pct] -clock clk0 [all_outputs]
==> job_summary.md <==
## PnR job results

| Metric | Value |
|---|---|
| Most common logic cells in the final layout | inv_1, edfxtp_1, mux4_2 |
| Initial DRC Count | 2590 |
| Row cnt | 146 |
| Max-Cap Viols | 0 |
| Critical Path Fanout Max | 74 |
| Worst-Skew Late Latency | 0.80 ns |
| Internal | 2.23 mW |
| First-pass GRT wire length | 296 mm |
| Synth area leaders | edfxtp_1, mux4_2, a22oi_1, mux2i_1, nor2_1 |
| WS Path Type | register to output pin |
| P_leak | 39.1 nW |
| Combinational Power Share | 0.066 |
| CTS tree | yes |
| Fill cells | 10800 |
| RSZ-0062 raised after global routing | no |
| CP Buf/Inv Count | 5 |
| Worst path most repeated cell | buf_4 |
| Routed WL | 201 mm |
| Worst path depth | 11 |
| Reg power frac | 0.430 |
| Via density | 5.43 |
| Max-slew headroom | 0.232 |
| Post-CTS setup repair buffer count | 0 |
| Main flop type | edfxtp_1 |
| Avg Cell Area, Syn | 21.3 um2 |
| Hold crit path type | register to register |
| WL per Instance | 24.4 um |
| CTS Hold Buffers Added | 0 |
| DIE HEIGHT | 402 um |
| IO Port Bufs | 35 |
| Async SR Flop Fraction | 0 |
| Fp_density | 0.504 |
| Clock Pin Slew Worst Setup and Hold Paths | 0.04 ns |
| Layout cells sized above 1 | 0.165 |
| Slowest cell on crit path | buf_4 |
| Longest Clk Path Bufs | 3 |
| Switching Fraction | 0.279 |
| Seq share, synth | 0.776 |
| Detail Route Antenna Nets | 0 |
| Pre-CTS setup slack | 15.75 ns |
| Routed vias | 44700 |
| Most used logic cell in the final layout | inv_1 |
| Synth cell types | 48 |
| Layout area overhead | 22.5% |
| Mapped Cells | 3746 |
| I/O pin cnt | 51 |
| Worst setup slack after layout | 15.10 ns |
| Total of warnings raised by yosys | 18 |
| CP max stage delay | 0.66 ns |
| Worst-margin pin slew | 1.15 ns |
| H-tree lvl count | 4 |
| DRC | 0 |
| Routability cong. | 0.876 |
| Initial antenna violation count | 9 |
| Critical path's top delay family | buffers and inverters |
| Status | completed |
| Peak supply drop | 25.2 uV |
| Switch Pwr | 0.863 mW |
| CTS sink cnt | 2064 |
| Power density over cell area | 31.7 mW/mm2 |
| Number of global-route vias before repair | 52000 |
| Worst Skew | 0.0195 ns |
| FF+latch count, synth | 2064 |
| Top-area cell share | 0.774 |
| Data arrival time of the worst path | 42.82 ns |
| Die width | 402 um |
| Placed wire-length estimate | 114 mm |
| Max-slew violation count | 0 |
| Total GRT Usage | 0.290 |
| R2R depth | 1 |
| Maximum number of pins on one net before global-route repair | 125 |
| Setup TNS | 0 ns |
| Setup violators final | 0 |
| Final Hold Vio Count | 0 |
| CTS buffer count | 217 |
| Hold-critical path depth | 1 |
| Worst Path Required | 57.92 ns |
| Router iterations before antenna repair | 7 |
| Clock tree root buffer cell | clkbuf_16 |
| Nature of the critical path endpoint | output pin |
| Clk pwr share | 0.504 |
| Post-CTS sizing | 0 |
| EDFF count, synth | 2056 |
| Critical Path, Cell by Cell | buf_4 -> buf_12 -> buf_4 -> buf_4 -> mux2i_1 -> o221ai_1 -> nand2_1 -> a211oi_1 -> o22ai_1 -> a211oi_2 -> clkdlybuf4s50_1 |
| CP startpoint kind | register |
| Area reported by Yosys stat | 0.0798 mm2 |
| Cell count in the Yosys report | 3746 |
| Synth Cell Area | 0.0798 mm2 |
| Cell taking the most area after synthesis | edfxtp_1 |
| DIE AREA | 0.161 mm2 |
| Total global routing overflow | 0 |
| OpenROAD warning count | 1048 |
| Core region area | 0.158 mm2 |
state kept, by name (all words and copies together), names as in the netlist, named ones only:
| signal | count |
|---|---|
| even.addreg | 8 |
| even.mem | 2048 |
metrics by stage:
stage	cell area [um2]	power (mW)	utilization	instances	hold slack [ns]
final	97800	3.10	0.618	8237	0.441
after detailed placement	82700	1.72	0.522	5768	0.458
after floorplan	79800	1.64	-	3746	0.449
after global placement	82700	1.72	0.522	5768	0.451
after CTS	97800	3.15	0.617	8235	0.441
after global routing	97800	3.30	0.617	8235	0.452
kinds of logic after synthesis:
| family | after synthesis | synth area share |
|---|---|---|
| multiplexers | 592 | 0.145 |
| AND-OR/OR-AND | 415 | 0.0369 |
| buffers and inverters | 248 | 0.0188 |
| flip-flops | 2064 | 0.776 |
| AND/OR/NAND/NOR | 427 | 0.0233 |
layout make-up:
type                            count  area (um2)  area share
Timing Repair Buffer              192        1630      0.0167
Multi-Input combinational cell   1434       16500       0.169
Sequential cell                  2064       61900       0.633
Clock buffer                      220        5510      0.0563
Clock inverter                   2248        9640      0.0985
Tap cell                         2072        2590      0.0265
Inverter                            5        18.8    0.000192
Antenna cell                        2        5.00   0.0000512
cell usage after synthesis (7+ instances only):
library cell	number
a22o_1	11
o21ai_0	14
nor2_1	268
nor3_1	15
buf_4	33
buf_2	44
buf_1	16
nand2_1	52
nand3_1	29
nor4_1	9
o221ai_1	32
mux2_2	12
buf_6	18
buf_12	11
mux4_2	449
nor2b_1	17
a21oi_1	93
clkbuf_1	113
edfxtp_1	2056
buf_8	7
a211o_1	7
nand4_1	12
a221oi_1	19
dfxtp_1	8
mux2i_1	128
o22ai_1	29
a22oi_1	174
o32ai_1	9
a211oi_1	7
power groups by stage:
| stage | Combinational (mW) | Sequential, mW | Clock, mW |
|---|---|---|---|
| final | 0.206 | 1.33 | 1.56 |
| after global routing | 0.220 | 1.33 | 1.75 |
| after CTS | 0.208 | 1.33 | 1.61 |
per-layer routing:
layer / vias up / wire length, um / GRT usage
li1: 20200 / - / -
met1: 21700 / 66200 / 0.359
met2: 2315 / 95400 / 0.379
met3: 364 / 33800 / 0.249
met4: 28 / 5470 / 0.121
met5: - / 460 / 0.0149
path summary, 6_finish.rpt:
kind                        from        to  slack, ns
setup reg to reg  even.addreg[6]  register      71.67
hold reg to reg   even.addreg[4]  register       0.44
setup / recovery        register    out[1]      15.10
hold / removal    even.addreg[4]  register       0.44
Power figures rest on the tool's default switching activity, not on a simulated workload.
