==> /design/flow/design.v <==
module adder16(in1, in2 , out);		 
	input  [15:0] in1, in2;
	output [15:0] out;
	assign out = in1 + in2;
endmodule
module and16(in1, in2, out);		 
	input  [15:0] in1, in2;
	output [15:0] out;
	assign out = in1 & in2;
endmodule
module left_shift(in, out, shift);
	output [15:0] out;
	input  [15:0] in;
	input  [3:0]  shift;
	assign out = in << shift;
endmodule
module not16(in, out);		 
	input  [15:0] in;
	output [15:0] out;
	assign out = ~ in;
endmodule
module right_shift_arithmetic(in, out, shift);
	output reg [15:0] out;
	input  [15:0] in;
	input  [3:0]  shift;
	always @(*) begin
		case(shift)
			4'd0:  out=in;
			4'd1:  out={in[15],in[15:1]};
			4'd2:  out={{2{in[15]}},in[15:2]};
			4'd3:  out={{3{in[15]}},in[15:3]};
			4'd4:  out={{4{in[15]}},in[15:4]};
			4'd5:  out={{5{in[15]}},in[15:5]};
			4'd6:  out={{6{in[15]}},in[15:6]};
			4'd7:  out={{7{in[15]}},in[15:7]};
			4'd8:  out={{8{in[15]}},in[15:8]};
			4'd9:  out={{9{in[15]}},in[15:9]};
			4'd10: out={{10{in[15]}},in[15:10]};
			4'd11: out={{11{in[15]}},in[15:11]};
			4'd12: out={{12{in[15]}},in[15:12]};
			4'd13: out={{13{in[15]}},in[15:13]};
			4'd14: out={{14{in[15]}},in[15:14]};
			4'd15: out={16{in[15]}};
		endcase
	end
endmodule
module right_shift_logical(in, out, shift);
	output [15:0] out;
	input  [15:0] in;
	input  [3:0]  shift;
	assign out = in >> shift;
endmodule
module xor16(in1, in2, out);		 
	input  [15:0] in1, in2;
	output [15:0] out;
	assign out = in1 ^ in2;
endmodule
module register_file(clk, out1, out2, readAdd1, readAdd2, write, writeAdd, in, reset);
	output [15:0] out1, out2;
	input  [15:0] in;
	input  [2:0]  readAdd1, readAdd2, writeAdd;
	input         write, clk, reset;
	wire   [15:0] data0,  data1,  data2,  data3,  data4,  data5,  data6,  data7;
	wire   [7:0]  writeLinesInit, writeLines;
	demux8 dem(writeAdd, writeLinesInit);
	mux16x8 mux1(data0, data1, data2, data3, data4, data5, data6, data7, readAdd1, out1);
	mux16x8 mux2(data0, data1, data2, data3, data4, data5, data6, data7, readAdd2, out2);
	or a0(writeLines[0], write, ~writeLinesInit[0]);
	or a1(writeLines[1], write, ~writeLinesInit[1]);
	or a2(writeLines[2], write, ~writeLinesInit[2]);
	or a3(writeLines[3], write, ~writeLinesInit[3]);
	or a4(writeLines[4], write, ~writeLinesInit[4]);
	or a5(writeLines[5], write, ~writeLinesInit[5]);
	or a6(writeLines[6], write, ~writeLinesInit[6]);
	or a7(writeLines[7], write, ~writeLinesInit[7]);
	register16 r0(clk, data0, in, writeLines[0], reset);
	register16 r1(clk, data1, in, writeLines[1], reset);
	register16 r2(clk, data2, in, writeLines[2], reset);
	register16 r3(clk, data3, in, writeLines[3], reset);
	register16 r4(clk, data4, in, writeLines[4], reset);
	register16 r5(clk, data5, in, writeLines[5], reset);
	register16 r6(clk, data6, in, writeLines[6], reset);
	register16 r7(clk, data7, in, writeLines[7], reset);
endmodule
module alu(in1, in2, op, shift, out, zero, positive, negative); 
	output [15:0] out;
	input  [15:0] in1, in2;
	input  [2:0] op;
	input  [3:0] shift;
	output zero, positive,negative;
	nor n1(zero,out[0],out[1],out[2],out[3],out[4],out[5],out[6],out[7],out[8],out[9],out[10],out[11],out[12],out[13],out[14],out[15]);
	assign positive = ~out[15];
	assign negative = out[15];
	wire [15:0] outAdd, outAnd, outNot, outXor, outLshf, outRshfl, outRshfa;
	mux16x8 m1(outAdd, outAnd, outNot, outXor, outLshf, outRshfl, outRshfa, 16'b0, op, out);
	adder16 add1(in1, in2, outAdd);
	and16 and1(in1, in2, outAnd);
	not16 not1(in1, outNot);
	xor16 xor1(in1, in2, outXor);
	left_shift lshf1(in1, outLshf, shift);
	right_shift_logical rshfl1(in1, outRshfl, shift);
	right_shift_arithmetic rshfa1(in1, outRshfa, shift);
endmodule
module datapath();
endmodule
module mux16x8(data0, data1, data2, data3, data4, data5, data6, data7, selectInput, out);   
	output reg [15:0] out;
	input  [15:0] data0, data1, data2, data3, data4, data5, data6, data7;
	input  [2:0] selectInput;
	always@(data0 or data1 or data2 or data3 or data4 or data5 or data6 or data7 or selectInput) begin
		case(selectInput)
			0: out = data0;
			1: out = data1;
			2: out = data2;
			3: out = data3;
			4: out = data4;
			5: out = data5;
			6: out = data6;
			7: out = data7;
		endcase
	end
endmodule
==> /design/flow/run.sh <==
#!/bin/bash
# OpenROAD 26Q1-2900-gdf79404cd8, Yosys 0.63+post, stock flow scripts
make -C /OpenROAD-flow-scripts/flow DESIGN_CONFIG=/design/flow/config.mk WORK_HOME=/design/flow/orfs finish
==> /design/flow/config.mk <==
export PLATFORM = sky130hd
export DESIGN_NAME = alu
export DESIGN_NICKNAME = alu
export VERILOG_FILES = /design/flow/design.v
export SDC_FILE = /design/flow/constraint.sdc
export NUM_CORES = 4
export LEC_CHECK = 1
export CORE_UTILIZATION = 30
==> /design/flow/constraint.sdc <==
current_design alu

set clk_period 6.8
set clk_io_pct 0.2

create_clock -name clk0 -period $clk_period

set non_clock_inputs [all_inputs -no_clocks]
set_input_delay [expr $clk_period * $clk_io_pct] -clock clk0 $non_clock_inputs
set_output_delay [expr $clk_period * $clk_io_pct] -clock clk0 [all_outputs]
==> results.rst <==
Run summary
-----------

.. list-table::
   :header-rows: 1

   * - Metric
     - Value
   * - Result of the run
     - completed
   * - Post-route DRC violation count
     - 0
   * - Area share of the largest cell type after synthesis
     - 9.137%
   * - Top area cells in the synthesized netlist
     - sky130_fd_sc_hd__mux2i_1 9.1%, sky130_fd_sc_hd__mux4_2 7.0%, sky130_fd_sc_hd__a21oi_1 5.5%
   * - Flip-flops
     - 0
   * - Tot Pwr
     - 408.1 µW
   * - Crit path largest cell delay
     - 0.67 ns
   * - Number of core rows
     - 42
   * - Std-Cell Core Area
     - 13400 µm²
   * - DP Worst Slack
     - 0.2708 ns
   * - Antenna cells
     - 0
   * - Number of warnings in the stage logs
     - 32
   * - Vias in the first global route
     - 4915
   * - Total routing resource utilization after global routing
     - 27.14%
   * - Count of cell types in the netlist
     - 75
   * - Hold violation count in the final report
     - 0
   * - Category of the most critical setup path
     - in2out
   * - Number of buffers inserted by port buffering
     - 58
   * - Largest net degree at the start of global routing
     - 47
   * - Horizontal die size
     - 119.8 µm
   * - Nature of the critical path endpoint
     - output port
   * - Mean cell area of the mapped netlist
     - 6.791 µm²
   * - Global-route wire length before repair
     - 29540 µm
   * - Count of instances resized after the clock tree is built
     - 0
   * - Worst Setup Slack, final
     - 0.1884 ns
   * - # Cells Yosys
     - 613
   * - Final period utilization
     - 97.23%
   * - Total overflow reported by the global router
     - 0
   * - Comb area
     - 3759 µm²
   * - Portion of the post-synthesis area used by sequential elements
     - 0%
   * - Leakage
     - 1.945 nW
   * - Count of max-cap constraint violations
     - 0
   * - Largest fanout on the critical path
     - 7
   * - Final-layout worst hold slack
     - 4.015 ns
   * - Hold buffers post-CTS
     - 0
   * - Worst path slowest cell
     - sky130_fd_sc_hd__clkdlybuf4s50_1
   * - Die boundary height
     - 119.8 µm
   * - Maximum VDD drop
     - 38.90 µV
   * - Total wirelength of the detailed-routed design
     - 19170 µm
   * - RePlAce Congestion
     - 1.054
   * - Final number of setup-violating endpoints
     - 0
   * - Iteration-0 DRC Markers
     - 628
   * - Sort of element at the start of the critical path
     - input port
   * - Achievable Freq
     - 151.2 MHz
   * - Filler cell count in the final layout
     - 1438
   * - Final period demand of the worst path
     - 6.612 ns
   * - Final routed wire length divided by cell count
     - 22.92 µm
   * - Class of the most critical hold timing path
     - in2out
   * - Number of warnings printed during yosys synthesis
     - 2
   * - Power density over the cells
     - 81.01 nW/µm²
   * - Layout clock buffers
     - 0
   * - Synth-to-Final Area Change
     - 21.01%
   * - Final antenna-violating net count
     - 0
   * - Count of boundary I/O pins
     - 58
   * - Antenna violations before repair
     - 0
   * - Relative slew slack
     - 47.38%
   * - Detailed placer's ending HPWL
     - 15040 µm
   * - Data arrival time of the critical path
     - 5.25 ns
   * - Share of cells above drive strength 1
     - 15.15%
   * - Detailed-route vias per instance
     - 6.370
   * - Via count of the routed design
     - 5325
   * - Cell type contributing the most total cell area after synthesis
     - sky130_fd_sc_hd__mux2i_1
   * - Number of cells produced by synthesis
     - 613
   * - Max-slew violations
     - 0
   * - Die Size
     - 14350 µm²
   * - Yosys chip area
     - 4163 µm²
   * - Postcts setup bufs
     - 0
   * - Fraction of the core area occupied by cells at floorplan
     - 31.06%
   * - Area occupied by registers
     - 0 µm²
   * - Unrepaired setup endpoints after global routing
     - no
   * - Cells traversed along the worst timing path
     - clkdlybuf4s50_1 -> inv_1 -> fa_1 -> nand2b_1 -> a21oi_1 -> o21ai_0 -> o31a_1 -> or4b_1 -> or4_1 -> nor4_2 -> clkdlybuf4s50_1
   * - First-pass detailed-route iteration total
     - 5
   * - Most common cell on crit path
     - sky130_fd_sc_hd__clkdlybuf4s50_1
   * - Slew at the pin closest to its max-slew limit
     - 0.7786 ns
   * - Setup total negative slack
     - 0 ns
   * - Required time at the endpoint of the critical path
     - 5.44 ns
   * - Cell area after synthesis
     - 4163 µm²
[Yosys cell counts, types with 9 or more instances]
| cell | number |
|---|---|
| sky130_fd_sc_hd__mux4_2 | 13 |
| sky130_fd_sc_hd__mux2i_1 | 38 |
| sky130_fd_sc_hd__o22ai_1 | 16 |
| sky130_fd_sc_hd__buf_2 | 16 |
| sky130_fd_sc_hd__ha_1 | 16 |
| sky130_fd_sc_hd__a21oi_1 | 46 |
| sky130_fd_sc_hd__nor2b_1 | 11 |
| sky130_fd_sc_hd__nand2_1 | 51 |
| sky130_fd_sc_hd__a31oi_1 | 9 |
| sky130_fd_sc_hd__mux2_2 | 14 |
| sky130_fd_sc_hd__inv_1 | 22 |
| sky130_fd_sc_hd__o21ai_0 | 34 |
| sky130_fd_sc_hd__clkbuf_1 | 30 |
| sky130_fd_sc_hd__o211ai_1 | 10 |
| sky130_fd_sc_hd__nand2b_1 | 15 |
| sky130_fd_sc_hd__a211oi_1 | 21 |
| sky130_fd_sc_hd__nor3_1 | 15 |
| sky130_fd_sc_hd__nand3_1 | 18 |
| sky130_fd_sc_hd__nor2_1 | 53 |
| sky130_fd_sc_hd__buf_4 | 9 |
[logic make-up (layout without fill, tap and decap cells)]
group / Yosys count / count (layout) / synth area share [%]
AND/OR/NAND/NOR: 216 / 216 / 26.93
XOR/XNOR: 5 / 5 / 1.052
buffers and inverters: 87 / 134 / 9.708
adder cells (fa/ha/maj): 17 / 17 / 5.290
multiplexers: 66 / 66 / 20.32
AND-OR/OR-AND: 222 / 222 / 36.70
[per-layer routing]
layer / vias to the layer above / global-route usage [%] / routed length, µm
met5: - / 0 / 0
met4: 0 / 6.484 / 586
met3: 43 / 4.175 / 1658
met2: 302 / 41.22 / 8227
met1: 2521 / 40.31 / 8692
li1: 2459 / - / -
[layout make-up]
type	instances	area share, %
Multi-Input combinational cell	526	74.61
Timing Repair Buffer	110	19.23
Tap cell	176	4.372
Inverter	24	1.788
[worst paths after layout]
| check | startpoint | to | slack [ns] | cells after the start |
|---|---|---|---|---|
| worst max-delay path | in1[1] | zero | 0.19 | 11 |
| worst min-delay path | in2[13] | out[13] | 4.01 | 5 |
[worst max-delay path, delay by kind of cell]
| family | cells | cell delay [ns] |
|---|---|---|
| AOI/OAI and AO/OA | 3 | 0.55 |
| adders and majority gates | 1 | 0.49 |
| buffers and inverters | 3 | 1.34 |
| and+or+nand+nor | 4 | 1.51 |
[per-stage QoR]
step	util, %	area, µm²	cells
3_5_place_dp	37.59	5037	836
5_1_grt	37.59	5037	836
6_report	37.59	5037	836
3_3_place_gp	37.59	5037	836
2_1_floorplan	-	4163	613
4_1_cts	37.59	5037	836
[power by group]
group | internal (mW) | switching [mW] | total, mW
Combinational | 0.182 | 0.226 | 0.408
Sequential | 0 | 0 | 0
Clock | 0 | 0 | 0
[cell usage in the layout (no fill, tap or decap), drive strengths merged, types with 10 or more instances in the layout]
cell	netlist	routed
clkdlybuf4s50	0	55
buf	32	55
nor2	53	53
nand2	52	52
a21oi	46	46
mux2i	38	38
o21ai	37	37
inv	22	22
a211oi	21	21
nand3	18	18
o22ai	16	16
ha	16	16
nand2b	16	16
nor3	15	15
mux2	15	15
mux4	13	13
nor2b	11	11
o211ai	10	10
Power figures rest on the tool's default switching activity, not on a simulated workload.
